===== config.mk =====
export PLATFORM = sky130hd
export DESIGN_NAME = spi
export DESIGN_NICKNAME = spi
export VERILOG_FILES = /design/flow/design.v
export SDC_FILE = /design/flow/constraint.sdc
export NUM_CORES = 4
export LEC_CHECK = 1
export CORE_AREA = 10 10 85 85
export DIE_AREA = 0 0 95 95

===== constraint.sdc =====
current_design spi

set clk_period 2.6
set clk_io_pct 0.2

create_clock -name clk0 -period $clk_period [get_ports {clk}]

set non_clock_inputs [all_inputs -no_clocks]
set_input_delay [expr $clk_period * $clk_io_pct] -clock clk0 $non_clock_inputs
set_output_delay [expr $clk_period * $clk_io_pct] -clock clk0 [all_outputs]

===== design.v =====
module	spi
(
	clk,
	rst,
	spi_sck,
	spi_sdi,
	spi_sdo,
	spi_rx_reg,
	spi_tx_reg,
	data_ok
);
input			clk;
input			rst;
input			spi_sck;
input			spi_sdi;
output			spi_sdo;
output			data_ok;
output	[7:0]	spi_rx_reg;
input	[7:0]	spi_tx_reg;
wire		[7:0]	spi_tx_reg;
parameter		MAX_BITS	= 4'd8;
reg		[1:0]	sck_edge;
reg		[7:0]	spi_rx_reg;
reg		[7:0]	spi_rx_reg_n;
reg		[7:0]	spi_tx_buf;
reg		[7:0]	spi_tx_buf_n;
reg		[3:0]	spi_rx_cnt;
reg		[3:0]	spi_rx_cnt_n;
reg				spi_sdo;
reg				spi_sdo_n;
always @ (posedge clk or negedge rst)
begin
	if(!rst)
		sck_edge <= #1 2'b00;
	else
		sck_edge <= #1 { sck_edge[0], spi_sck };
end
always @ (posedge clk or negedge rst)
begin
	if(!rst)
		spi_rx_cnt <= #1 4'd0;
	else
		spi_rx_cnt <= #1 spi_rx_cnt_n;
end
always @ (*)
begin
	if(spi_rx_cnt == MAX_BITS)
		spi_rx_cnt_n = 4'd0;
	else if(sck_edge == 2'b01)
		spi_rx_cnt_n = spi_rx_cnt + 1'b1;
	else
		spi_rx_cnt_n = spi_rx_cnt;		
end
always @ (posedge clk or negedge rst)
begin
	if(!rst)
		spi_rx_reg <= #1 5'd0;
	else
		spi_rx_reg <= #1 spi_rx_reg_n;
end
always @ (*)
begin
	if(sck_edge == 2'b01)
		spi_rx_reg_n = { spi_rx_reg[6:0], spi_sdi };
	else
		spi_rx_reg_n = spi_rx_reg;
end
always @ (posedge clk or negedge rst)
begin
	if(!rst)
		spi_tx_buf <= #1 8'h00;
	else
		spi_tx_buf <= #1 spi_tx_buf_n;
end
always @ (*)
begin
	if(spi_rx_cnt == 4'd0)
		spi_tx_buf_n = spi_tx_reg;
	else
		spi_tx_buf_n = spi_tx_buf;
end
always @ (posedge clk or negedge rst)
begin
	if(!rst)
		spi_sdo <= #1 1'b0;
	else
		spi_sdo <= #1 spi_sdo_n;
end
always @ (*)
begin
	if(sck_edge == 2'b10)
	begin
		case (spi_rx_cnt)
		4'h0:	spi_sdo_n = spi_tx_buf[7];
		4'h1:	spi_sdo_n = spi_tx_buf[6];
		4'h2:	spi_sdo_n = spi_tx_buf[5];
		4'h3:	spi_sdo_n = spi_tx_buf[4];
		4'h4:	spi_sdo_n = spi_tx_buf[3];
		4'h5:	spi_sdo_n = spi_tx_buf[2];
		4'h6:	spi_sdo_n = spi_tx_buf[1];
		4'h7:	spi_sdo_n = spi_tx_buf[0];
		default:	spi_sdo_n = spi_tx_buf[7];
		endcase
	end
	else if(spi_rx_cnt == 4'h0)
		spi_sdo_n = spi_tx_buf[7];
	else
		spi_sdo_n = spi_sdo;
end
assign	data_ok = spi_rx_cnt[3];
endmodule

===== run.sh =====
#!/bin/bash
# OpenROAD 26Q1-2900-gdf79404cd8, Yosys 0.63+post, stock flow scripts
make -C /OpenROAD-flow-scripts/flow DESIGN_CONFIG=/design/flow/config.mk WORK_HOME=/design/flow/orfs finish

==> Changelog: implementation <==
## Flow update

* Root Driver: clkbuf_8
* # DRC at 0
* Tool warnings at 28
* Vias/cell at between 3 and 4
* Worst reg2reg setup slack at 590 ps
* Max-slew headroom at 71.7%
* Die Y-Extent at approximately 95 µm
* Register-to-Register Path Depth at 6
* GR Util met2 at under 10%
* Hpwl dp at around 1500 µm
* # hold bufs at CTS at 0
* Worst hold endpoint: sck_edge[1]
* F_max at 0.498 GHz
* Cell area after synthesis at ~1100 µm²
* Antenna Nets Post-Route at 0
* Clk sinks at 23
* Worst Max-Slew Pin Slew at roughly 420 ps
* Crit-path max FO at 10
* Layout cells sized above 1 at 29.0%
* Placer Congestion at 0.729
* Post-route core utilization at roughly a quarter
* Setup Crit Path Kind: register to register
* Top delay family on crit path: simple AND/OR/NAND/NOR gates
* TritonCTS clock tree: yes
* Post-synth ARST share at about 100%
* # H-tree levels at 1
* Via count at approximately 660
* Setup violators final at 0
* Final min period at 2010 ps
* First-pass GRT wire length at 3310 µm
* Max-capacitance violation count at 0
* Reg2reg end: spi_sdo
* Drt wl/cell at 11.4 µm
* Slew Viols, Final at 0
* Cts repair resizes at 0
* Die ar. at 9030 µm²
* Busiest layer in global routing: met2
* Buf+Inv Stages, Crit Path at 1
* Crit end category: register
* Worst path max stage delay at 440 ps
* Hold path cells at 0
* Biggest area cells: dfrtp_1 (54%), mux2_2 (20%), ha_1 (4.7%)
* Yosys top cell by area: dfrtp_1
* # diodes at 0
* CP startpoint kind: register
* Fin crit share at 77.3%
* Distinct lib cells at 25
* Synth top cells by count: dfrtp_1 (23), mux2_2 (19), a21oi_1 (4), ha_1 (4)
* VDD IR-drop max at 382 µV
* RR Startpoint: spi_rx_cnt[0]
* Ys Warns at 1
* Final instance area at approximately 1400 µm²
* M1 GR Usage at about 6.0%
* Largest net degree at the start of global routing at 24
* Vias in the first global route at approximately 710
* TritonCTS buffer count at 3
* # Cells Yosys at roughly 76
* Hold Fails Final Rpt at 0
* Starting Density at around 19%
* Global route overflow at 0
* P_leak at roughly 0.57 nW
* Post-synth regs at 23
* Synthesized instance count at 76
* Flip-flops with a built-in enable at 0
* Die W at between 90 and 100 µm
* CP arrival at 2160 ps
* Syn avg cell area at about 14 µm²
* Clk buf depth at 2
* Post-CTS Setup Inserts at 0
* Crit-path cells: inv_1 > ha_1 > nor2b_2 > and2b_1 > nor3_1 > a2111oi_2
* Chip area line of the yosys report at between 1000 and 1500 µm²
* Clock latency (worst-skew pair) at 260 ps
* Syn-to-layout area delta at 31.9%
* IO Pins at 22
* DP Area at 1350 µm²
* Total track usage at under 10%
* Most common reg cell: dfrtp_1
* Post-synthesis sequential area ratio at approximately 54%
* Slowest CP cell: dfrtp_1
* Buffers on Ports at 21
* Initial antenna violation count at 0
* Hold path start: sck_edge[0]
* Area share of the largest cell type after synthesis at 54.3%
* Top cell type by instance count after synthesis: dfrtp_1
* First-pass iteration count of the detailed router at 2
* HP Class: register to register
* Status: complete, no violations
* Setup TNS at 0 ps
* Final wirelength at 1960 µm
* Clock transition at path regs at 80 ps
* Worst Path Required at 2750 ps
* RSZ-0062 raised after global routing: no
* DR iter-0 viols at 11
* Pwr dens at 1010 nW/µm²
* Number of core rows at 27
* Met3 Resource Use GR at about 2.8%
* Core ar. at 5470 µm²
* Setup Skew at 2.71 ps
[worst reg2reg max path, delay by kind of cell (launching register included)]
| kind | cells | cell delay, ps |
|---|---|---|
| AND/OR/NAND/NOR | 3 | 760 |
| flip-flops | 1 | 440 |
| AND-OR/OR-AND | 1 | 330 |
| adder cells (fa/ha/maj) | 1 | 260 |
| buffers and inverters | 1 | 110 |
[through the flow]
stage	total power, mW	hold WS [ps]	setup WS [ps]	instances
after floorplan	1.01	224	934	76
after global placement	1.20	396	731	168
after detailed placement	1.21	405	602	168
after CTS	1.44	418	582	172
after global routing	1.53	436	412	172
final	1.41	414	591	172
[kinds of logic (layout without fill, tap and decap cells)]
| logic type | after synthesis | after routing | share of synthesized area [%] |
|---|---|---|---|
| and+or+nand+nor | 14 | 14 | 8.03 |
| xor gates and xnor gates | 1 | 1 | 0.827 |
| buffers and inverters | 5 | 29 | 2.95 |
| AOI/OAI and AO/OA | 9 | 9 | 8.03 |
| muxes | 20 | 20 | 21.1 |
| DFF | 23 | 23 | 54.3 |
| adders and majority gates | 4 | 4 | 4.72 |
[power breakdown]
| part | leakage [nW] | total (mW) | internal [mW] | switching [mW] |
|---|---|---|---|---|
| registers | 0.272 | 0.640 | 0.510 | 0.130 |
| clock network | 0.0255 | 0.212 | 0.107 | 0.106 |
| logic | 0.267 | 0.558 | 0.368 | 0.190 |
| total | 0.565 | 1.41 | 0.985 | 0.425 |
[metal layers]
| layer | vias to the layer above | part of all wire [%] |
|---|---|---|
| met1 | 320 | 48 |
| li1 | 320 | - |
| met5 | - | 0 |
| met2 | 17 | 40 |
| met4 | 0 | 0.61 |
| met3 | 2 | 11 |
[layout by cell type, fill, tap and decap left out, types with 2 or more instances in the layout]
cell type        count
a21oi_1              4
buf_4                2
clkbuf_8             3
clkdlybuf4s50_1     21
dfrtp_1             23
ha_1                 4
inv_1                2
mux2_2              19
nand2_1              2
nand2b_1             2
nor2b_1              2
nor3_1               2
[layout make-up]
class                      count  area, µm²
inverter                       2       7.51
clock buffer                   3       41.3
tap                           72       90.1
timing repair buffer          23        225
clock inverter                 1       5.00
sequential                    23        576
fill                         578       4080
multi-input combinational     48        453
[worst max path at each step]
| stage | startpoint | end | slack, ps | cells after the start |
|---|---|---|---|---|
| after CTS | spi_rx_cnt[0] | spi_sdo | 580 | 6 |
| after global routing | spi_rx_cnt[0] | spi_sdo | 410 | 6 |
| final | spi_rx_cnt[0] | spi_sdo | 590 | 6 |
Power figures rest on the tool's default switching activity, not on a simulated workload.
