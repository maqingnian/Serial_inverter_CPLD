$ cat /design/flow/design.v
`timescale	1ns/100ps
module	opm
(
	clk,
	rst,
	ctrl,
	sig_in,
	timer_val,		 
	delay_time,
	hv_out,
	lv_out
);
input			clk;
input			rst;
input	[7:0]	ctrl;
input			sig_in;
input	[15:0]	timer_val;
input	[15:0]	delay_time;
output			hv_out;
output			lv_out;
reg				hv_out;
reg				lv_out;
reg		[1:0]	sig_edge;
reg		[15:0]	cc;
reg		[11:0]	tt;
reg		[11:0]	tt_n;
reg		[3:0]	sm_cs;
reg		[3:0]	sm_ns;
parameter		SM_INIT 							= 4'd0;
parameter		SM_WAIT_UNTIL_HV_TIMER_REACH	= 4'd1;
parameter		SM_HV_TRIG_START				= 4'd2;
parameter		SM_HV_TRIG_END					= 4'd3;
parameter		SM_WAIT_UNTIL_LV_TIMER_REACH	= 4'd4;
parameter		SM_LV_TRIG_START				= 4'd5;
parameter		SM_LV_TRIG_END					= 4'd6;
parameter		TIME_60US						= 12'd2400;
always @ (posedge clk or negedge rst)
begin
	if(!rst)
		sig_edge <= #1 2'b00;
	else
		sig_edge <= #1 { sig_edge[0], sig_in };
end
always @ (posedge clk or negedge rst)
begin
	if(!rst)
		sm_cs <= #1 SM_INIT;
	else
		sm_cs <= #1 sm_ns;
end
always @ (*)
begin
	case(sm_cs)
	SM_INIT:
	begin
		if(ctrl[0] == 1'b0)
			sm_ns = sm_cs;
		else if(sig_edge == 2'b01)
			sm_ns = SM_WAIT_UNTIL_HV_TIMER_REACH;
		else
			sm_ns = sm_cs;
	end
	SM_WAIT_UNTIL_HV_TIMER_REACH:
	begin
		if(ctrl[0] == 1'b0)
			sm_ns = SM_INIT;
		else if(cc == timer_val)
			sm_ns = SM_HV_TRIG_START;
		else
			sm_ns = sm_cs;
	end
	SM_HV_TRIG_START:
	begin
		if(ctrl[0] == 1'b0)
			sm_ns = SM_INIT;
		else if(tt == TIME_60US)
			sm_ns = SM_HV_TRIG_END;
		else
			sm_ns = sm_cs;
	end
	SM_HV_TRIG_END:
	begin
		if(ctrl[0] == 1'b0)
			sm_ns = SM_INIT;
		else if(sig_edge == 2'b10)
			sm_ns = SM_WAIT_UNTIL_LV_TIMER_REACH;
		else
			sm_ns = sm_cs;
	end
	SM_WAIT_UNTIL_LV_TIMER_REACH:
	begin
		if(ctrl[0] == 1'b0)
			sm_ns = SM_INIT;
		else if(cc == timer_val)
			sm_ns = SM_LV_TRIG_START;
		else
			sm_ns = sm_cs;
	end
	SM_LV_TRIG_START:
	begin
		if(ctrl[0] == 1'b0)
			sm_ns = SM_INIT;
		else if(tt == TIME_60US)
			sm_ns = SM_LV_TRIG_END;
		else
			sm_ns = sm_cs;
	end
	SM_LV_TRIG_END:
	begin
		if(ctrl[0] == 1'b0)
			sm_ns = SM_INIT;
		else if(sig_edge == 2'b01)
			sm_ns = SM_WAIT_UNTIL_HV_TIMER_REACH;
		else
			sm_ns = sm_cs;
	end
	default:	sm_ns = sm_cs;
	endcase
end
always @ (posedge clk or negedge rst)
begin
	if(!rst)
		cc <= #1 16'd0;
	else
	begin
		if(ctrl[0] == 1'b0)
			cc <= #1 16'd0;
		else if( sig_edge == 2'b01 || sig_edge == 2'b10 )
			cc <= #1 timer_val + delay_time;
		else
			cc <= #1 cc;
	end
end
always @ (posedge clk or negedge rst)
begin
	if(!rst)
		tt <= #1 12'd0;
	else
		tt <= #1 tt_n;
end
always @ (*)
begin
	if(	sm_cs == SM_HV_TRIG_START ||
		sm_cs == SM_LV_TRIG_START	)
		tt_n = tt + 1'b1;
	else
		tt_n = 12'd0;	
end
always @ (posedge clk or negedge rst)
begin
	if(!rst)
		hv_out <= #1 1'b1;
	else
	begin
		if(sm_cs == SM_HV_TRIG_START)
			hv_out <= #1 1'b0;
		else
			hv_out <= #1 1'b1;
	end
end
always @ (posedge clk or negedge rst)
begin
	if(!rst)
		lv_out <= #1 1'b1;
	else
	begin
		if(sm_cs == SM_LV_TRIG_START)
			lv_out <= #1 1'b0;
		else
			lv_out <= #1 1'b1;
	end
end
endmodule
$ cat /design/flow/run.sh
#!/bin/bash
# OpenROAD 26Q1-2900-gdf79404cd8, Yosys 0.63+post, stock flow scripts
make -C /OpenROAD-flow-scripts/flow DESIGN_CONFIG=/design/flow/config.mk WORK_HOME=/design/flow/orfs finish
$ cat /design/flow/config.mk
export PLATFORM = sky130hd
export DESIGN_NAME = opm
export DESIGN_NICKNAME = opm
export VERILOG_FILES = /design/flow/design.v
export SDC_FILE = /design/flow/constraint.sdc
export NUM_CORES = 4
export LEC_CHECK = 1
export CORE_UTILIZATION = 40
$ cat /design/flow/constraint.sdc
current_design opm

set clk_period 3.8
set clk_io_pct 0.2

create_clock -name clk0 -period $clk_period [get_ports {clk}]

set non_clock_inputs [all_inputs -no_clocks]
set_input_delay [expr $clk_period * $clk_io_pct] -clock clk0 $non_clock_inputs
set_output_delay [expr $clk_period * $clk_io_pct] -clock clk0 [all_outputs]
==> impl_metrics.py <==
# Physical implementation metrics
metrics = {
    "detailed_routing": {
        "antennaDiodeCount": 0,
        "routedWlPerCell_um": 13.69,
        "route.detailed.drc": 0,
        "dr_total_vias": 1943,
        "drtIter0Drc": 84,
        "via_per_inst": 5.073,
        "ant_nets": 0,
        "drt_first_pass_iters": 4,
        "totalWireLength_mm": 5.245,
    },
    "synth": {
        "edf_count": 0,
        "synthCells": 270,
        "synth_area_um2": 2602,
        "yosysUniqueCellTypes": 53,
        "fa_ha_area_share_pct": 9.904,
        "ys_seq_elements": 39,
        "common_cells": "dfrtp_1, xor2_1, ha_1, nor2_1",
        "yosysTopAreaCell": "dfrtp_1",
        "yosys_cells": 270,
        "ys_top_cells_by_area": "dfrtp_1, xor2_1, ha_1",
        "synth.most_common_cell": "dfrtp_1",
        "avgSynthCellArea_um2": 9.639,
        "synthAoiAreaFrac_pct": 16.88,
        "synth_top_area_share_pct": 34.62,
        "logic_family": "simple AND/OR/NAND/NOR gates",
        "yosysChipArea_um2": 2602,
        "synth-xor-area-share_pct": 12.79,
        "synthMuxAreaShare_pct": 0.7692,
        "ys_sh_simple_pct": 18.08,
        "ff_type": "dfrtp_1",
        "synth-async-reset-ratio_pct": 100.0,
        "yosys_warnings": 1,
        "synth_seq_share_pct": 37.64,
    },
    "power_and_ir_drop": {
        "p_comb_share_pct": 23.6,
        "max-vdd-ir-drop_mv": 0.1582,
        "p_sw_uw": 298.5,
        "power.density_nw_per_um2": 335.9,
        "p_leak_nw": 1.389,
        "switching_share_pct": 28.32,
        "clkPwrFrac_pct": 33.3,
        "p_total_mw": 1.054,
        "p_seq_share_pct": 43.1,
        "p_int_uw": 755.5,
    },
    "final_layout": {
        "final_area_um2": 3138,
        "drive_gt1_share_pct": 8.824,
        "area_growth_pct": 20.58,
        "final_cells": 383,
    },
    "cts": {
        "post_cts_buffers": 0,
        "insertion_delay_ns": 0.29,
        "htree_levels": 2,
        "cts_resized": 0,
        "cts_buffers": 5,
        "max-clock-path-buffers": 2,
        "cts_hold_buf": 0,
        "cts.sinks": 39,
        "clock-root-buffer": "clkbuf_8",
        "clk_pin_slew_ns": 0.08,
        "cts_tree": "built",
    },
    "place": {
        "dpl-instance-area_um2": 3025,
        "hpwl_mm": 3.950,
        "place.gp.congestion": 0.8595,
        "pre_cts_ws_ns": 0.4767,
        "port_buffers": 37,
        "place_inst": 375,
    },
    "global_route": {
        "grt_pass1_wl_mm": 8.838,
        "gr-total-overflow": 0,
        "grt.total_usage_pct": 17.49,
        "antenna_found_initial": 0,
        "grt_max_degree": 40,
        "grt_pass1_vias": 1867,
    },
    "die": {
        "die-height_um": 82.66,
        "chipArea_um2": 6833,
        "fp-row-count": 29,
        "core_area_um2": 6314,
        "pin_count": 45,
        "dieWidth_um": 82.66,
        "fp_util_pct": 41.22,
    },
    "setup_path": {
        "worstPathArrival_ns": 3.22,
        "cp-start-kind": "primary input",
        "critPathCaptureType": "flop",
        "rr_startpoint": "sig_edge[0]",
        "critPathLaunch": "timer_val[0]",
        "critical_path_required_ns": 3.98,
        "path_class": "primary input to flop",
        "crit_fanout": 4,
    },
    "sta": {
        "worst-slew-pin-transition_ns": 0.8289,
        "skew_ns": 0.005683,
        "fin_ws_ns": 0.7681,
        "slew_violations": 0,
        "hold_viol": 0,
        "setup_viol": 0,
        "rsz0062_at_grt": "false",
        "period_used_pct": 79.79,
        "min_period_ns": 3.032,
        "setup_tns_ns": 0,
        "relSlewSlack_pct": 44.53,
        "fmax_mhz": 329.8,
    },
    "status": {
        "outcome": "finished clean",
    },
    "run": {
        "warnings": 34,
        "maxCapViolCount": 0,
    },
    "worst_hold_path": {
        "min_path_type": "flop to flop",
        "hold_path.startpoint": "sig_edge[0]",
    },
}
state kept, by name, indices dropped and copies added (netlist names):
| signal | count |
|---|---|
| cc | 16 |
| sig_edge | 2 |
| lv_out | 1 |
| sm_cs | 7 |
| tt | 12 |
| hv_out | 1 |
power groups by stage:
| stage | sequential (mW) | clock [mW] | combinational (mW) |
|---|---|---|---|
| 4_1_cts | 0.455 | 0.362 | 0.250 |
| 5_1_grt | 0.457 | 0.379 | 0.280 |
| 6_report | 0.454 | 0.351 | 0.249 |
metal layers:
layer  global-route usage, %  vias up  wire length [µm]
met1                   28.15      905              2755
met5                       0        -                 0
met4                   1.379        0                42
met2                   26.23       28              2275
li1                        -     1006                 -
met3                   2.787        4               172
worst paths after layout:
path,slack [ns],to,cells past startpoint
min reg2reg,0.42,sig_edge[1],0
max,0.77,cc[12],10
min,0.42,sig_edge[1],0
max reg2reg,1.98,cc[8],6
max in group asynchronous,2.90,lv_out,2
min in group asynchronous,0.53,sm_cs[4],2
metrics by stage:
| step | utilization [%] | hold WS [ns] |
|---|---|---|
| CTS | 49.70 | 0.4225 |
| global route | 49.70 | 0.4377 |
| finish | 49.70 | 0.4151 |
| global placement | 47.92 | 0.4045 |
| floorplan | - | 0.3798 |
| detailed placement | 47.92 | 0.4025 |
critical path: stages:
cell and delay [ns]:
clkdlybuf4s50_1 0.50, ha_1 0.19, inv_1 0.06, fa_1 0.39, and2b_1 0.24, o211ai_2 0.10, a311oi_2 0.50, o21ai_1 0.16
xnor2_1 0.14, a22o_1 0.18
placed cells by master (no fill, tap or decap), types with 7 or more instances in the layout:
master	instances
xnor2_1	9
and2_1	7
xor2_1	29
clkdlybuf4s50_1	36
inv_1	15
ha_1	19
nand3_1	7
a21oi_1	10
dfrtp_1	36
nor2_1	18
nand2_1	15
o21ai_0	15
nor2b_1	10
kinds of logic (layout without fill, tap and decap cells):
group           count (synthesis)  count (layout)
flops                          39              39
compound gates                 59              59
simple gates                   87              87
fa+ha+maj                      20              20
buf+inv                        25              61
mux                             2               2
xor+xnor                       38              38
area by class of cell:
cell class                      count  area [µm²]
Timing Repair Buffer               38       372.9
Tap cell                           77       96.34
Inverter                           15       56.30
Sequential cell                    39       979.7
Fill cell                         594        3176
Clock inverter                      3       43.79
Clock buffer                        5       68.82
Multi-Input combinational cell    206        1520
Power is estimated from default activity; no workload was simulated.
