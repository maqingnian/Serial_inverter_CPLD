==> design.v <==
module	decode
(
	clk,
	rst,
	data_in,
	data_out,
	reg_digit_1,
	reg_digit_2,
	reg_digit_3,
	reg_digit_4,
	ref_delay_y,
	ref_delay_d,
	ref_ctrl,
	data_ok
);
input			clk;
input			rst;
input	[7:0]	data_in;
input			data_ok;
output	[7:0]	data_out;
output	[7:0]	reg_digit_1;
output	[7:0]	reg_digit_2;
output	[7:0]	reg_digit_3;
output	[7:0]	reg_digit_4;
output	[7:0]	ref_delay_d;
output	[7:0]	ref_delay_y;
output	[7:0]	ref_ctrl;
reg		[7:0]	reg_digit_1;
reg		[7:0]	reg_digit_2;
reg		[7:0]	reg_digit_3;
reg		[7:0]	reg_digit_4;
reg		[7:0]	ref_delay_d;
reg		[7:0]	ref_delay_y;
reg		[7:0]	ref_ctrl;
reg		[7:0]	reg_digit_1_n;
reg		[7:0]	reg_digit_2_n;
reg		[7:0]	reg_digit_3_n;
reg		[7:0]	reg_digit_4_n;
reg		[7:0]	ref_delay_d_n;
reg		[7:0]	ref_delay_y_n;
reg		[7:0]	ref_ctrl_n;
reg		[7:0]	addr;
reg		[7:0]	addr_n;
reg		[7:0]	data_out;
reg		[7:0]	data_out_n;
reg		[1:0]	sm_cs;
reg		[1:0]	sm_ns;
reg		[1:0]	data_ok_edge;
reg				mode;
reg				mode_n;
parameter	SM_ADDR			= 2'b00;
parameter	SM_DATA0		= 2'b01;
parameter	SM_DATA1		= 2'b10;
parameter	ADDR_DIGIT_12	= 8'h00;
parameter	ADDR_DIGIT_34	= 8'h01;
parameter	ADDR_FREQ		= 8'h02;
parameter	ADDR_REF_DELAY	= 8'h03;
parameter	ADDR_REF_CTRL	= 8'h04;
parameter	READ_MODE		= 1'b1;
parameter	WRITE_MODE		= 1'b0;
always @ (posedge clk or negedge rst)
begin
	if(!rst)
		data_ok_edge <= #1 2'b00;
	else
		data_ok_edge <= #1 { data_ok_edge [0], data_ok };
end
always @ (posedge clk or negedge rst)
begin
	if(!rst)
		sm_cs <= #1 SM_ADDR;
	else
		sm_cs <= #1 sm_ns;
end
always @ (*)
begin
	if(data_ok_edge == 2'b10)
		if(sm_cs == SM_DATA1)
			sm_ns = SM_ADDR;
		else
			sm_ns = sm_cs + 1'b1;
	else
		sm_ns = sm_cs;
end
always @ (posedge clk or negedge rst)
begin
	if(!rst)
		addr <= #1 8'd0;
	else
		addr <= #1 addr_n;
end
always @ (*)
begin
	if(data_ok_edge == 2'b01 && sm_cs == SM_ADDR)
		addr_n = {1'b0, data_in[6:0] };
	else
		addr_n = addr;
end
always @ (posedge clk or negedge rst)
begin
	if(!rst)
		mode <= #1 WRITE_MODE;
	else
		mode <= #1 mode_n;
end
always @ (*)
begin
	if(data_ok_edge == 2'b01 && sm_cs == SM_ADDR)
		mode_n = data_in[7];
	else
		mode_n = mode;
end
always @ (posedge clk or negedge rst)
begin
	if(!rst)
		reg_digit_1 <= #1 8'd0;
	else
		reg_digit_1 <= #1 reg_digit_1_n;
end
always @ (*)
begin
	if(data_ok_edge == 2'b01 && sm_cs == SM_DATA0 && addr == ADDR_DIGIT_12 && mode == WRITE_MODE)
		reg_digit_1_n = data_in;
	else
		reg_digit_1_n = reg_digit_1;
end
always @ (posedge clk or negedge rst)
begin
	if(!rst)
		reg_digit_2 <= #1 8'd0;
	else
		reg_digit_2 <= #1 reg_digit_2_n;
end
always @ (*)
begin
	if(data_ok_edge == 2'b01 && sm_cs == SM_DATA1 && addr == ADDR_DIGIT_12 && mode == WRITE_MODE)
		reg_digit_2_n = data_in;
	else
		reg_digit_2_n = reg_digit_2;
end
always @ (posedge clk or negedge rst)
begin
	if(!rst)
		reg_digit_3 <= #1 8'd0;
	else
		reg_digit_3 <= #1 reg_digit_3_n;
end
always @ (*)
begin
	if(data_ok_edge == 2'b01 && sm_cs == SM_DATA0 && addr == ADDR_DIGIT_34 && mode == WRITE_MODE)
		reg_digit_3_n = data_in;
	else
		reg_digit_3_n = reg_digit_3;
end
always @ (posedge clk or negedge rst)
begin
	if(!rst)
		reg_digit_4 <= #1 8'd0;
	else
		reg_digit_4 <= #1 reg_digit_4_n;
end
always @ (*)
begin
	if(data_ok_edge == 2'b01 && sm_cs == SM_DATA1 && addr == ADDR_DIGIT_34 && mode == WRITE_MODE)
		reg_digit_4_n = data_in;
	else
		reg_digit_4_n = reg_digit_4;
end
always @ (posedge clk or negedge rst)
begin
	if(!rst)
		ref_delay_d <= #1 8'd0;
	else
		ref_delay_d <= #1 ref_delay_d_n;
end
always @ (*)
begin
	if(data_ok_edge == 2'b01 && sm_cs == SM_DATA0 && addr == ADDR_REF_DELAY && mode == WRITE_MODE)
		ref_delay_d_n = data_in;
	else
		ref_delay_d_n = ref_delay_d;
end
always @ (posedge clk or negedge rst)
begin
	if(!rst)
		ref_delay_y <= #1 8'd0;
	else
		ref_delay_y <= #1 ref_delay_y_n;
end
always @ (*)
begin
	if(data_ok_edge == 2'b01 && sm_cs == SM_DATA1 && addr == ADDR_REF_DELAY && mode == WRITE_MODE)
		ref_delay_y_n = data_in;
	else
		ref_delay_y_n = ref_delay_y;
end
always @ (posedge clk or negedge rst)
begin
	if(!rst)
		ref_ctrl <= #1 8'd0;
	else
		ref_ctrl <= #1 ref_ctrl_n;
end
always @ (*)
begin
	if(data_ok_edge == 2'b01 && sm_cs == SM_DATA0 && addr == ADDR_REF_CTRL && mode == WRITE_MODE)
		ref_ctrl_n = data_in;
	else
		ref_ctrl_n = ref_ctrl;
end
always @ (posedge clk or negedge rst)
begin
	if(!rst)
		data_out <= #1 8'd0;
	else
		data_out <= #1 data_out_n;
end
always @ (*)
begin
	if(sm_cs == SM_DATA0 && mode == READ_MODE)
	begin
		case (addr)
		ADDR_FREQ:		data_out_n = freq[15:8];
		default:			data_out_n = data_out;
		endcase
	end
	else if(sm_cs == SM_DATA1 && mode == READ_MODE)
	begin
		case (addr)
		ADDR_FREQ:		data_out_n = freq[7:0];
		default:			data_out_n = data_out;
		endcase
	end
	else
		data_out_n = data_out;	
end
endmodule
==> run.sh <==
#!/bin/bash
# OpenROAD 26Q1-2900-gdf79404cd8, Yosys 0.63+post, stock flow scripts
make -C /OpenROAD-flow-scripts/flow DESIGN_CONFIG=/design/flow/config.mk WORK_HOME=/design/flow/orfs finish
==> config.mk <==
export PLATFORM = sky130hd
export DESIGN_NAME = decode
export DESIGN_NICKNAME = decode
export VERILOG_FILES = /design/flow/design.v
export SDC_FILE = /design/flow/constraint.sdc
export NUM_CORES = 4
export LEC_CHECK = 1
export CORE_UTILIZATION = 30
==> constraint.sdc <==
current_design decode

set clk_period 3.8
set clk_io_pct 0.2

create_clock -name clk0 -period $clk_period [get_ports {clk}]

set non_clock_inputs [all_inputs -no_clocks]
set_input_delay [expr $clk_period * $clk_io_pct] -clock clk0 $non_clock_inputs
set_output_delay [expr $clk_period * $clk_io_pct] -clock clk0 [all_outputs]
==> ci_impl_report.md <==
### Metrics collected by this job

| Metric | Value |
|---|---|
| Vias in the first global route | 1625 |
| Hold WC Path Type | primary input to asynchronous set/reset pin |
| Crit path kind | register to register |
| Fp util | 0.310 |
| Setup crit start kind | register |
| Pre-CTS WS | between 1 and 1.5 ns |
| Vias per cell | 4.50 |
| R2r worst-path depth | 4 |
| Critical path startpoint | sm_cs[1] |
| Detailed Routing Iterations Pass 1 | 3 |
| Syn_area_per_cell | around 16 µm² |
| Status | completed |
| Row count | 34 |
| Boundary Pins | 75 |
| Yosys stat area | 2690 µm² |
| Synth Warn # | 4 |
| Setup tns final | 0 ns |
| Antenna-violating nets left | 0 |
| Inst Count DP | 341 |
| Worst-path clk slew | 0.07 ns |
| Final setup skew | 0.00570 ns |
| Leakage | between 0.0015 and 0.002 µW |
| CTS tree | yes |
| Clk buf depth | 2 |
| Log Warnings | 25 |
| Met1 Use GR | 0.228 |
| Yosys Instances | 167 |
| Dpl cell area | 3450 µm² |
| Die x size | roughly 97 µm |
| Synth top area share | 0.633 |
| Mapped Cells | 167 |
| Crit-path max cell delay | 0.73 ns |
| Layout area overhead | 34.6% |
| CTS H-tree lvls | 3 |
| Final Non-Filler Cells | 357 |
| Port Buffers | around 66 |
| Die Y | roughly 97 µm |
| CP Max Fanout | 8 |
| Worst-margin pin slew | 0.811 ns |
| Most Used Layer, Global Route | met1 |
| CP Buf/Inv Count | 0 |
| FF-to-FF Start | sm_cs[1] |
| Placer Congestion | 0.774 |
| DIE AREA | 9340 µm² |
| Antenna Diode Count | 0 |
| Min cycle time layout | 2.29 ns |
| Netlist Area Pre-Place | 2690 µm² |
| R2R setup slack | 1.51 ns |
| Top cells, area | dfrtp_1 (63%), mux2_2 (25%), nor4_4 (2.4%), buf_4 (2.2%), mux2_1 (1.7%) |
| Slew Limit Fails | 0 |
| Largest delay contributor family on the critical path | simple AND/OR/NAND/NOR gates |
| Fin crit share | 0.603 |
| Final Instance Area | 3620 µm² |
| Tally of unique sky130hd cells used after synthesis | 21 |
| DP Wirelength | ~3.8 mm |
| Endpoints failing setup | 0 |
| EDFF count, synth | 0 |
| Initial antenna violation count | 0 |
| Worst R2R End | reg_digit_1[4] |
| Cell-by-cell listing of the critical path | nand2b_1 -> or3_1 -> nor4_4 -> mux2_2 |
| Dominant register cell | dfrtp_1 |
| Sequential share of the synthesized area | 0.633 |
| Grt total ovfl | 0 |
| WL/cell | 16.2 µm |
| Drt total wl | 5.77 mm |
| Max transition margin | 0.456 |
| Crit path DRT | 4.02 ns |
| Slack of the critical path | roughly 1.5 ns |
| FFs w/ async S/R, synth | 1.00 |
| Area leader, netlist | dfrtp_1 |
| Setup crit end kind | register |
| CP arrival | roughly 2.5 ns |
| Top cells excl fill/tap | dfrtp_1 (68), clkdlybuf4s50_1 (65), mux2_2 (59) |
| Clock sink count | 68 |
| Max stage delay cell, worst path | nor4_4 |
| Worst IR Drop VDD | ~0.16 mV |
| Largest net degree at the start of global routing | 38 |
| Fin. Hold Viols | 0 |
| Met3 usage | 0.0265 |
| Yosys reg bits | 68 |
| Number of setup buffers added after CTS | 0 |
| Pwr Density | 445 nW/µm² |
| Drt initial violations | 46 |
| Final core occ | 0.417 |
| # hold bufs at CTS | 0 |
| DRC viols | 0 |
| Root buf cell | clkbuf_8 |
| Unrepaired setup endpoints after global routing | no |
| Fraction of layout cells with a size suffix above 1 | 0.333 |
| Top cell excl fill/tap | dfrtp_1 |
| Via count | 1605 |
| Global-route usage over all layers | 0.133 |
| Worst skew pair latency | 0.34 ns |
| Fmax | 436 MHz |
| Post-CTS Resized | 0 |
| Area of the core | 8680 µm² |
| CTS Buf Count | 9 |
| # Max-Cap Violations | 0 |
| First-pass GRT wire length | between 9 and 10 mm |
| Met2 Usage GRT | 0.183 |
==> through the flow <==
step | hold slack, ns | total power [µW]
after floorplan | 0.422 | 996
after global placement | 0.465 | 1120
after detailed placement | 0.437 | 1120
after CTS | 0.450 | 1630
after global routing | 0.481 | 1700
final | 0.455 | 1610
==> cell type report <==
class                           count  area, µm²
Clock buffer                       14        153
Clock inverter                      2       10.0
Fill cell                         803       5060
Inverter                            1       3.75
Multi-Input combinational cell     96        942
Sequential cell                    68       1700
Tap cell                          108        135
Timing Repair Buffer               68        671
==> worst max-delay path by stage <==
| stage | endpoint | slack [ns] | cells after the start |
|---|---|---|---|
| 5_1_grt | reg_digit_1[1] | 1.39 | 4 |
| 4_1_cts | reg_digit_1[1] | 1.46 | 4 |
| 6_report | reg_digit_1[4] | 1.51 | 4 |
==> worst reg2reg max path: cells and delay by family (launching register included) <==
kind | cells | cell delay [ns]
and+or+nand+nor | 3 | 1.34
DFF | 1 | 0.42
muxes | 1 | 0.41
==> logic make-up after synthesis <==
logic type | after synthesis | synth area share
simple gates | 22 | 0.0689
buf+inv | 10 | 0.0256
mux | 63 | 0.264
flops | 68 | 0.633
other cells | 1 | 0.00140
compound gates | 3 | 0.00652
==> flip-flops by register name, indices dropped and copies added (netlist names), 2 cells and up <==
| register | flops |
|---|---|
| sm_cs | 2 |
| reg_digit_4 | 8 |
| reg_digit_3 | 8 |
| addr | 7 |
| ref_delay_y | 8 |
| ref_ctrl | 8 |
| ref_delay_d | 8 |
| reg_digit_2 | 8 |
| data_ok_edge | 2 |
| reg_digit_1 | 8 |
==> where the power goes <==
| part | leakage, µW | switching (µW) | internal [µW] | total [µW] |
|---|---|---|---|---|
| clock network | 0.0000844 | 248 | 254 | 502 |
| registers | 0.000924 | 79.9 | 810 | 890 |
| logic | 0.000651 | 76.8 | 139 | 216 |
| total | 0.00166 | 405 | 1200 | 1610 |
==> cell usage after synthesis, types with 2 or more instances <==
master	instances
buf_4	8
dfrtp_1	68
mux2_1	4
mux2_2	59
nand2_1	3
nand2b_1	2
nor2_1	2
nor2_2	4
nor3_1	2
nor4_4	3
o21ai_0	2
==> per-layer routing <==
metal	share of wire	wire, µm
met1	0.51	2930
met2	0.44	2550
met3	0.037	216
met4	0.013	73
met5	0	0
Power figures rest on the tool's default switching activity, not on a simulated workload.
